[/design/flow/config.mk]
export PLATFORM = sky130hd
export DESIGN_NAME = pool_pe_attack
export DESIGN_NICKNAME = pool_pe_attack
export VERILOG_FILES = /design/flow/design.v
export SDC_FILE = /design/flow/constraint.sdc
export NUM_CORES = 4
export LEC_CHECK = 1
export CORE_AREA = 10 10 112 112
export DIE_AREA = 0 0 122 122
[/design/flow/design.v]
module pool_pe_attack(input logic signed [15:0] input_featuremap,
					input logic signed [15:0] last_max,
					input logic clk,n_reset,start,enable,trigger,
					output logic signed [15:0] output_featuremap);
always_ff@(posedge clk, negedge n_reset)
	begin
		if(!n_reset)
			begin
				output_featuremap<='0;
			end
		else
			begin
				if(start==1)
					begin
						if (last_max<=input_featuremap)
							begin
								if(trigger)
									begin
										output_featuremap<=last_max;
									end
								else
									begin
										output_featuremap<=input_featuremap;
									end
							end
						else 
							begin
								if(trigger)
									begin
										output_featuremap<=input_featuremap;
									end
								else
									begin
										output_featuremap<=last_max;
									end			
							end
					end
				else					
					begin
						output_featuremap<=0;
					end						
			end
	end
endmodule				
[/design/flow/constraint.sdc]
current_design pool_pe_attack

set clk_period 1.0
set clk_io_pct 0.2

create_clock -name clk0 -period $clk_period [get_ports {clk}]

set non_clock_inputs [all_inputs -no_clocks]
set_input_delay [expr $clk_period * $clk_io_pct] -clock clk0 $non_clock_inputs
set_output_delay [expr $clk_period * $clk_io_pct] -clock clk0 [all_outputs]
[/design/flow/run.sh]
#!/bin/bash
# OpenROAD 26Q1-2900-gdf79404cd8, Yosys 0.63+post, stock flow scripts
make -C /OpenROAD-flow-scripts/flow DESIGN_CONFIG=/design/flow/config.mk WORK_HOME=/design/flow/orfs finish
==> results.json <==
{
  "status": "complete, but fails checks",
  "violations": "setup timing",
  "post-route-period-util_pct": 203,
  "grt_pass1_wl_um": 6310,
  "cts_max_path_buffers": 2,
  "cp-endpoint": "output_featuremap[6]$_DFF_PN0_",
  "yosysChipArea_sq_um": 1220,
  "ios": 53,
  "postRouteAntennaNets": 0,
  "power_uw": 2140,
  "dieHeight_um": 122,
  "finalHoldViolCount": 0,
  "core_sq_um": 10200,
  "drc_errors": 0,
  "reg_top3": "output_featuremap: 16 flops",
  "via_per_inst": 3.38,
  "htree_levels": 1,
  "peakVddDrop_uv": 419,
  "fin_crit_ps": 2030,
  "gr-usage-all-layers_pct": 5.38,
  "required_ps": 1170,
  "utilization_pct": 22.0,
  "relSlewSlack_pct": 80.4,
  "rows": 37,
  "hp-class": "in2reg",
  "yosysUniqueCellTypes": 25,
  "seq_area_sq_um": 400,
  "regMostFlops": "output_featuremap",
  "largest_reg_flops": 16,
  "slew_viol_final": 0,
  "clock-sinks": 16,
  "top_cell_area_share_pct": 32.9,
  "setup_violations": 16,
  "antenna_found_initial": 1,
  "cts_inserted_buffers": 3,
  "cts.hold.buffers_added": 0,
  "dieWidth_um": 122,
  "critPathMaxFanout": 6,
  "port_buffers": 51,
  "timing.critical_path.from": "input_featuremap[14]",
  "synth_area_leader_cell": "dfrtp_1",
  "yosys_warnings": 1,
  "fillers": 1079,
  "place_hpwl_um": 3400,
  "yosysCellCount": 136,
  "warnings": 29,
  "cts_root_buf": "clkbuf_8",
  "hold_path_startpoint": "last_max[14]",
  "drt_wl_total_um": 4150,
  "netlist_area_sq_um": 1220,
  "setup_ws_ps": -1030,
  "grt_pass1_vias": 1280,
  "max_freq_mhz": 493,
  "diodes": 0,
  "gr-total-overflow": 0,
  "num_vias": 1160,
  "wl_per_cell_um": 12.1,
  "drv_cap": 0,
  "comb_area_sq_um": 926,
  "cts.reportedPaths.clkPinSlew_ps": 70,
  "syn_area_per_cell_sq_um": 8.95,
  "cp-end-kind": "flop",
  "synth_cells": 136,
  "cts_tree": "done",
  "dr.pass1.iters": 3,
  "worstSetupPathType": "in2reg",
  "place_congestion": 0.830,
  "chip_area_sq_um": 14900,
  "syn_to_final_growth_pct": 84.8,
  "drtIter0Drc": 30,
  "leakage_uw": 0.00107,
  "critPathLaunchType": "input pin",
  "synth_flops": 16,
  "area_leaders": "dfrtp_1, ha_1, mux2i_1",
  "arrival_ps": 2200,
  "postSynthSeqShare_pct": 32.9,
  "p_per_area_nw_per_um2": 950,
  "worstMarginPinSlew_ps": 293,
  "rsz0062_at_grt": "true",
  "grt_max_degree": 33,
  "drive_gt1_share_pct": 52.2,
  "fp-utilization_pct": 11.9
}
## area by class of cell
cell class / count / area share (%)
sequential: 16 / 17.8
timing repair buffer: 71 / 26.9
multi-input combinational: 97 / 41.2
inverter: 19 / 4.17
tap: 136 / 7.56
clock buffer: 4 / 2.45
## cells by family (layout without fill, tap and decap cells)
logic type / count (synthesis) / after routing / synth area share [%]
mux: 17 / 17 / 14.0
compound gates: 15 / 15 / 9.66
buf+inv: 23 / 94 / 9.56
simple gates: 49 / 49 / 17.5
fa+ha+maj: 16 / 16 / 16.4
flops: 16 / 16 / 32.9
## Yosys cell counts
cell type	n
nand2_1	38
inv_1	19
mux2i_1	17
dfrtp_1	16
ha_1	16
a21oi_1	6
dlygate4sd3_1	3
nand3_1	2
nand4_1	2
or2b_1	2
a211oi_4	1
a21o_1	1
a21o_2	1
a221o_2	1
a41o_2	1
and3_4	1
buf_8	1
nor2_1	1
nor3_1	1
nor4_1	1
o21a_1	1
o21ai_0	1
o21bai_1	1
o221ai_1	1
or2_1	1
## metrics by stage
step | setup slack [ps] | std cells | cell area, sq um | hold slack, ps | TNS (ps)
4_1_cts | -981 | 339 | 2240 | 184 | -15310
2_1_floorplan | -1140 | 136 | 1360 | -95.6 | -17370
3_3_place_gp | -1660 | 332 | 2120 | 552 | -26370
6_report | -1030 | 343 | 2250 | 187 | -16000
3_5_place_dp | -1710 | 332 | 2120 | 557 | -26940
5_1_grt | -1160 | 343 | 2250 | 186 | -17770
## cell usage in the layout (no fill, tap or decap), types with 3 or more instances in the layout
cell type,count
inv_4,6
dfrtp_1,16
ha_4,14
buf_2,14
buf_6,11
buf_4,18
dlygate4sd2_1,5
clkbuf_8,4
inv_1,6
a21oi_2,4
clkbuf_2,8
nand2_1,36
clkdlybuf4s15_2,5
clkdlybuf4s50_1,3
inv_2,6
mux2i_1,16
buf_8,3
## report_power, final
part           internal [uW]  leakage, uW  switching [uW]  total (uW)
Sequential               716     0.000206            19.5         735
Combinational            464     0.000834             348         812
Clock                    350    0.0000288             241         590
Total                   1530      0.00107             608        2140
## worst min path at each step
stage / to / slack, ps / cells past startpoint
CTS: output_featuremap[7]$_DFF_PN0_ / 180 / 3
finish: output_featuremap[14]$_DFF_PN0_ / 190 / 3
global route: output_featuremap[14]$_DFF_PN0_ / 190 / 3
## routing by layer
metal / track usage (%) / vias up / wire (um)
li1: - / 592 / -
met1: 5.57 / 538 / 1610
met2: 9.93 / 26 / 2130
met5: 0 / - / 0
met4: 1.27 / 0 / 90
met3: 2.07 / 4 / 329
## what timing repair did
action                                  4_1_cts  5_1_grt
gates cloned                                  0        0
gates resized                               186       15
setup buffers                                 3        4
pin swaps                                    22        4
endpoints found under the setup margin       32       22
## critical path, cell delays in order
cell and delay (ps):
buf_8 90, inv_8 30, ha_4 250, nand4_1 160
nor3_2 280, buf_4 160, nand2_2 60, buf_4 130
inv_2 60, o21bai_4 70, a211oi_4 330, buf_6 190
mux2i_1 190
Power and IR drop assume default switching activity.
