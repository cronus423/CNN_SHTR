==> flow/design.v <==
module activation_pe(input logic signed [15:0] input_featuremap,
							input logic clk,n_reset,start,enable,
							output logic signed [15:0] output_featuremap,
							output logic flag);
always_ff@(posedge clk, negedge n_reset)
	begin
		if(!n_reset)
			begin
				output_featuremap=0;
			end
		else
			begin
				if (start==0)
					begin
						output_featuremap=0;
						flag<=0;
					end
				else
					begin
						flag<=enable;
						if(input_featuremap>0)
							begin
								if(input_featuremap<16'd6144)
									begin
										output_featuremap<=input_featuremap;
									end
								else
									begin
										output_featuremap<=16'd6144;
									end
							end
						else
							begin
								output_featuremap<='0;
							end
					end
			end						
end
endmodule
==> flow/run.sh <==
#!/bin/bash
# OpenROAD 26Q1-2900-gdf79404cd8, Yosys 0.63+post, stock flow scripts
make -C /OpenROAD-flow-scripts/flow DESIGN_CONFIG=/design/flow/config.mk WORK_HOME=/design/flow/orfs finish
==> flow/config.mk <==
export PLATFORM = sky130hd
export DESIGN_NAME = activation_pe
export DESIGN_NICKNAME = activation_pe
export VERILOG_FILES = /design/flow/design.v
export SDC_FILE = /design/flow/constraint.sdc
export NUM_CORES = 4
export LEC_CHECK = 1
export CORE_AREA = 10 10 74 74
export DIE_AREA = 0 0 84 84
==> flow/constraint.sdc <==
current_design activation_pe

set clk_period 1.0
set clk_io_pct 0.2

create_clock -name clk0 -period $clk_period [get_ports {clk}]

set non_clock_inputs [all_inputs -no_clocks]
set_input_delay [expr $clk_period * $clk_io_pct] -clock clk0 $non_clock_inputs
set_output_delay [expr $clk_period * $clk_io_pct] -clock clk0 [all_outputs]
==> GITHUB_STEP_SUMMARY <==
## PnR job results

| Metric | Value |
|---|---|
| HP Class | `primary input to async pin` |
| Routed wire per std cell | `12.9 um` |
| I/O pins | `37` |
| GR Overflow Total | `0` |
| Die area | `0.00706 mm^2` |
| Clock buffer depth | `2` |
| Clk sink count | `17` |
| Yosys Warn Count | `1` |
| Tcrit/Tclk final | `93.2%` |
| Vias in the first global route | `510` |
| # fillers | `421` |
| FF+latch count, synth | `17` |
| Max H-tree Level | `1` |
| Count of flip-flops with a built-in enable after synthesis | `1` |
| Final antenna-violating net count | `0` |
| Num CTS Buffers | `3` |
| Distinct lib cells | `10` |
| Starting Density | `14.1%` |
| Ys cells | `36` |
| GPL Wtd Cong | `0.676` |
| Layout cells sized above 1 | `between 30% and 40%` |
| Iteration count of the initial detailed-routing pass | `3` |
| Post-CTS Setup Repair Bufs | `0` |
| DP Wirelength | `~1400 um` |
| Finish-stage setup viols | `0` |
| Ys async rst share | `94.1%` |
| Root Buffer Master | `clkbuf_8` |
| RSZ-0062 raised after global routing | `no` |
| Reg clk slew, reported paths | `0.06 ns` |
| Main synth FF type | `dfrtp_1` |
| Status | `finished clean` |
| PortBufs | `36` |
| Final Max Slew Viols | `0` |
| Setup TNS | `0 ns` |
| ANT cells | `0` |
| Final WL | `about 1700 um` |
| Yosys stat chip area | `558 um^2` |
| Max IR drop VDD | `649 uV` |
| Area leader, netlist | `dfrtp_1` |
| DR vias | `roughly 440` |
| Die Span Y | `around 84 um` |
| Vias per cell | `3.32` |
| Max Freq | `1070 MHz` |
| Fin crit period | `0.932 ns` |
| Most frequent cell after synthesis | `dfrtp_1` |
| GRT Overall Usage | `under 10%` |
| MI comb area | `130 um^2` |
| Initial antenna violation count | `0` |
| WP data arrival | `between 1 and 1.5 ns` |
| Total tool warning count | `25` |
| Min Hold Slack | `around 0.34 ns` |
| Worst path required time | `1.19 ns` |
| Die Width | `84 um` |
| Lkg Pwr | `0.000538 uW` |
| Synth top cells by count | `dfrtp_1, and3_1, o31a_1` |
| Hold buffer count at cts | `0` |
| Power per cell area | `1370 mW/mm^2` |
| WS Path Type | `primary input to flip-flop` |
| Top cells by area | `dfrtp_1, and3_1, edfxtp_1, o31a_1, a211oi_2` |
| Hold Vio Cnt, Final | `0` |
| Max-cap violations | `0` |
| Register Area | `~430 um^2` |
| Mapped Area | `about 560 um^2` |
| Startpoint types | `primary input` |
| Sequential area share after synthesis | `77.1%` |
| Core footprint | `0.00397 mm^2` |
| First-pass GRT wire length | `~2600 um` |
| FP Rows | `23` |
| Max Fanout on Critical Path | `10` |
| Crit end category | `flip-flop` |
| Synth-to-Final Area Change | `78.0%` |
| CTS tree | `done` |
| DR iter-0 viols | `13` |
| Largest net degree at the start of global routing | `17` |
| Post-Synthesis Cells | `36` |
| DRC | `0` |
| Max-area cell share | `71.7%` |
| Avg Cell Area, Syn | `roughly 16 um^2` |
## cell families (layout without fill, tap and decap cells)
| logic type | after synthesis | after routing | share of synthesized area (%) |
|---|---|---|---|
| other | 1 | 3 | 0.672 |
| AND-OR/OR-AND | 3 | 3 | 5.38 |
| flip-flops | 17 | 17 | 77.1 |
| buffers and inverters | 2 | 47 | 2.24 |
| AND/OR/NAND/NOR | 13 | 13 | 14.6 |
## layout by cell type (no fill, tap or decap), types with 2 or more instances in the layout
cell and count:
and3_1 11, buf_2 10, buf_4 5, clkbuf_2 8
clkbuf_8 3, clkdlybuf4s50_1 15, conb_1 3, dfrtp_1 16
dlygate4sd2_1 4, o31a_1 2
## power by group
part | internal, uW | switching, uW
clock | 275 | 211
combinational | 100 | 52.3
sequential | 714 | 4.44
## worst max-delay path, cell delays in order
cell             delay, ns
clkdlybuf4s50_1       0.47
nor2b_4               0.15
buf_6                 0.14
and3_1                0.15
## what timing repair did
item	CTS	global route
setup endpoints to repair	28	17
gates resized	50	11
gates cloned	1	0
pin swaps	1	0
## registers in the layout, summed over array words and instances (netlist names)
register	flops
flag	1
output_featuremap	16
## layer usage
metal / track usage, % / wire [um]
met5: 0 / 0
met4: 0 / 0
met1: 4.51 / 590
met3: 3.25 / 172
met2: 8.99 / 947
## through the flow
stage	util (%)	setup slack, ns	area, um^2	instances	total power, uW
floorplan	-	0.229	566	38	750
global placement	25.7	-0.257	1020	128	902
detailed placement	25.7	-0.292	1020	128	906
CTS	26.0	0.00553	1030	133	1390
global route	25.0	0.0344	993	133	1430
finish	25.0	0.0680	993	133	1360
## worst max path at each step
stage | startpoint | end | cells after the start
CTS | output_featuremap[2] | output_featuremap[2] | 1
global route | output_featuremap[0] | output_featuremap[0] | 1
finish | start | output_featuremap[9] | 4
## final cells by class
class                      count  area share (%)
clock buffer                   3            4.16
clock inverter                 1           0.504
multi-input combinational     19            13.1
sequential                    17            43.3
tap                           50            6.30
timing repair buffer          43            32.6
Power and IR drop assume default switching activity.
