$ cat ./config.mk
export PLATFORM = sky130hd
export DESIGN_NAME = pool_pe
export DESIGN_NICKNAME = pool_pe
export VERILOG_FILES = /design/flow/design.v
export SDC_FILE = /design/flow/constraint.sdc
export NUM_CORES = 4
export LEC_CHECK = 1
export CORE_AREA = 10 10 88 88
export DIE_AREA = 0 0 98 98
$ cat ./design.v
module pool_pe(input logic signed [15:0] input_featuremap,
					input logic signed [15:0] last_max,
					input logic clk,n_reset,start,enable,
					output logic signed [15:0] output_featuremap);
always_ff@(posedge clk, negedge n_reset)
	begin
		if(!n_reset)
			begin
				output_featuremap<='0;
			end
		else
			begin
				if(start==1)
					begin
						if (last_max<=input_featuremap)
							begin
								output_featuremap<=input_featuremap;
							end
						else 
							begin
								output_featuremap<=last_max;
							end
					end
				else					
					begin
						output_featuremap<=0;
					end						
			end
	end
endmodule								
$ cat ./constraint.sdc
current_design pool_pe

set clk_period 1.0
set clk_io_pct 0.2

create_clock -name clk0 -period $clk_period [get_ports {clk}]

set non_clock_inputs [all_inputs -no_clocks]
set_input_delay [expr $clk_period * $clk_io_pct] -clock clk0 $non_clock_inputs
set_output_delay [expr $clk_period * $clk_io_pct] -clock clk0 [all_outputs]
$ cat ./run.sh
#!/bin/bash
# OpenROAD 26Q1-2900-gdf79404cd8, Yosys 0.63+post, stock flow scripts
make -C /OpenROAD-flow-scripts/flow DESIGN_CONFIG=/design/flow/config.mk WORK_HOME=/design/flow/orfs finish
==> flow_results.xml <==
<?xml version="1.0" encoding="UTF-8"?>
<metrics>
  <group name="global_route">
    <metric name="antenna_violations_before_repair" unit="">0</metric>
    <metric name="grt_max_degree" unit="">33</metric>
    <metric name="grt.total_usage" unit="%">6.76</metric>
    <metric name="first_global_vias" unit="">1145</metric>
    <metric name="grt_pass1_wl" unit="mm">5.44</metric>
    <metric name="globalRoute.totalOverflow" unit="">0</metric>
  </group>
  <group name="timing">
    <metric name="max_freq" unit="GHz">0.572</metric>
    <metric name="final_min_period_over_clock_period" unit="%">175</metric>
    <metric name="number_of_pins_exceeding_their_max_slew_limit_in_the_final_report" unit="">0</metric>
    <metric name="final-hold-violation-count" unit="">0</metric>
    <metric name="timing.slew.headroom" unit="%">82.6</metric>
    <metric name="final-setup-viol-count" unit="">16</metric>
    <metric name="timing_worst_slew_pin_value" unit="ps">258</metric>
    <metric name="postLayoutSetupSlackWorst" unit="ps">-749</metric>
    <metric name="grt_setup_unrepaired" unit="">yes</metric>
    <metric name="timing.setup.tns" unit="ps">-11750</metric>
    <metric name="period_minus_slack" unit="ps">1750</metric>
  </group>
  <group name="worst_setup_path">
    <metric name="crit_type" unit="">input port to flip-flop</metric>
    <metric name="worstSetupStartpointType" unit="">input port</metric>
    <metric name="critPathArrivalTime" unit="ps">1920</metric>
    <metric name="critPathRequiredTime" unit="ps">1170</metric>
    <metric name="worst_setup_path_end_kind" unit="">flip-flop</metric>
    <metric name="critical_path.max_fanout" unit="">4</metric>
    <metric name="critical_path.cell_chain" unit="">buf_2, ha_4, nand4_1, nor2_1, a21o_1, a211oi_4, mux2i_4, buf_6, mux2i_1</metric>
    <metric name="critical_path.max_stage_delay" unit="ps">350</metric>
    <metric name="cp_slowest_cell" unit="">sky130_fd_sc_hd__mux2i_4</metric>
  </group>
  <group name="cells_and_area">
    <metric name="number_of_flip_flops_under_the_largest_register_name" unit="">16</metric>
    <metric name="biggestRegsByFlops" unit="">output_featuremap (16)</metric>
    <metric name="layout_top_cells_excl_fill_tap" unit="">sky130_fd_sc_hd__nand2_1, sky130_fd_sc_hd__buf_2, sky130_fd_sc_hd__mux2i_1, sky130_fd_sc_hd__dfrtp_1, sky130_fd_sc_hd__ha_4</metric>
    <metric name="synthToLayoutAreaGrowth" unit="%">75.1</metric>
    <metric name="lay_top_count" unit="">sky130_fd_sc_hd__nand2_1</metric>
    <metric name="post_route_cells_drive_above_1_share" unit="%">53.9</metric>
    <metric name="num-fill-cells" unit="">616</metric>
    <metric name="largest-register" unit="">output_featuremap</metric>
    <metric name="fin_cells" unit="">266</metric>
  </group>
  <group name="routing">
    <metric name="detail_route.vias_per_cell" unit="">3.93</metric>
    <metric name="n_antenna_cell" unit="">0</metric>
    <metric name="final_antenna_net_count" unit="">0</metric>
    <metric name="wire_per_inst" unit="microns">12.3</metric>
    <metric name="routed-via-count" unit="">1045</metric>
    <metric name="drc_errors" unit="">0</metric>
    <metric name="drt_pre_antenna_iters" unit="">4</metric>
    <metric name="totalWireLength" unit="mm">3.27</metric>
    <metric name="drt-initial-drc-count" unit="">37</metric>
  </group>
  <group name="logic_synthesis">
    <metric name="ffs_latches_synth" unit="">16</metric>
    <metric name="synthesis.instances" unit="">127</metric>
    <metric name="yosys_area" unit="sq um">1140</metric>
    <metric name="xor_share" unit="%">0</metric>
    <metric name="netlist_area" unit="sq um">1140</metric>
    <metric name="synthesis.yosys.warnings" unit="">1</metric>
    <metric name="yosysCellCount" unit="">127</metric>
    <metric name="yosys-dominant-comb-family" unit="">adder cells</metric>
    <metric name="yosys-mux-area-fraction" unit="%">16.1</metric>
    <metric name="postSynthAreaPerCell" unit="sq um">8.96</metric>
    <metric name="distinct_cell_type_count_of_the_synthesized_netlist" unit="">19</metric>
    <metric name="synth.cellmix.simpleShare" unit="%">15.5</metric>
    <metric name="synth_sequential_area_ratio" unit="%">35.2</metric>
    <metric name="compound_gate_portion_of_the_synthesized_area" unit="%">8.03</metric>
    <metric name="adder_cell_fraction_of_synth_area" unit="%">17.6</metric>
  </group>
  <group name="outcome">
    <metric name="failed_checks" unit="">negative setup slack</metric>
    <metric name="run_status" unit="">finished, violations left</metric>
  </group>
  <group name="clock_tree">
    <metric name="cts_buffers" unit="">3</metric>
    <metric name="cts-root-to-sink-buffers" unit="">2</metric>
    <metric name="clk_pin_slew_worst_paths" unit="ps">70</metric>
    <metric name="cts.sinks" unit="">16</metric>
    <metric name="clock-root-buffer" unit="">sky130_fd_sc_hd__clkbuf_8</metric>
    <metric name="tritoncts" unit="">done</metric>
    <metric name="cts-hold-fix-buffers" unit="">0</metric>
    <metric name="htree_num_levels" unit="">1</metric>
  </group>
  <group name="place">
    <metric name="gpl.final_weighted_congestion" unit="">0.707</metric>
    <metric name="place_inst" unit="">260</metric>
    <metric name="detailedPlacementHpwl" unit="mm">2.70</metric>
    <metric name="io_buffers" unit="">50</metric>
  </group>
  <group name="die">
    <metric name="core_area" unit="sq um">5920</metric>
    <metric name="dieHeight" unit="microns">98</metric>
    <metric name="rows" unit="">28</metric>
    <metric name="floorplan.die.width" unit="microns">98</metric>
    <metric name="chip_area" unit="sq um">9600</metric>
    <metric name="initial_utilization" unit="%">19.2</metric>
    <metric name="pin_count" unit="">52</metric>
  </group>
  <group name="pwr">
    <metric name="internal-power" unit="uW">1520</metric>
    <metric name="power.share.combinational" unit="%">37.6</metric>
    <metric name="p_sw_share" unit="%">28.2</metric>
    <metric name="power_frac_seq" unit="%">34.8</metric>
    <metric name="switchingPower" unit="uW">596</metric>
    <metric name="leakagePower" unit="uW">0.000979</metric>
    <metric name="p_per_area" unit="nW/um^2">1060</metric>
    <metric name="peakVddDrop" unit="mV">0.408</metric>
    <metric name="clock_network_fraction_of_design_power" unit="%">27.6</metric>
  </group>
  <group name="flow_run">
    <metric name="cap_viol_max_count" unit="">0</metric>
    <metric name="stage_log_warnings" unit="">29</metric>
  </group>
  <group name="hold_path">
    <metric name="hold-path-cell-count" unit="">3</metric>
    <metric name="min_path_type" unit="">input port to flip-flop</metric>
  </group>
</metrics>
## metrics by stage
step	utilization [%]	power (uW)	setup WS, ps	cell area, sq um	hold slack, ps
2_1_floorplan	-	1110	-892	1290	-95.6
3_3_place_gp	33.4	1580	-1410	1980	552
3_5_place_dp	33.4	1580	-1420	1980	553
4_1_cts	33.7	2160	-794	1990	179
5_1_grt	33.6	2270	-826	1990	186
6_report	33.6	2110	-749	1990	184
## cells by family (layout without fill, tap and decap cells)
| family | Yosys count | count (layout) |
|---|---|---|
| AOI/OAI and AO/OA | 15 | 15 |
| muxes | 17 | 17 |
| buffers and inverters | 21 | 85 |
| adders and majority gates | 16 | 16 |
| and+or+nand+nor | 42 | 42 |
| DFF | 16 | 16 |
## metal layers
metal | part of all wire, % | track usage, % | up-vias | wire [microns]
met5 | 0 | 0 | - | 0
met4 | 1.2 | 1.45 | 0 | 40
met3 | 6.9 | 2.06 | 2 | 227
met2 | 48 | 11.2 | 27 | 1560
met1 | 44 | 8.45 | 466 | 1440
li1 | - | - | 550 | -
## area by class of cell
cell class                 count  area, sq um  area share, %
inverter                      17         68.8           3.45
multi-input combinational     90          896           45.0
tap                           75         93.8           4.71
timing repair buffer          64          478           24.0
clock buffer                   4         55.1           2.76
sequential                    16          400           20.1
## power groups by stage
stage	logic (uW)	clock network (uW)	registers, uW
5_1_grt	882	647	745
6_report	793	582	735
4_1_cts	806	613	736
## cell usage after synthesis (all sizes together)
cell | instances | area, sq um
ha | 16 | 200
mux2i | 17 | 183
o41ai | 1 | 8.76
nor3 | 1 | 5.00
a211oi | 1 | 12.5
inv | 17 | 63.8
nor2 | 1 | 3.75
buf | 1 | 11.3
o21ai | 3 | 15.0
clkbuf | 3 | 11.3
a21o | 2 | 15.0
nand4 | 4 | 31.3
a21oi | 8 | 40.0
nand3 | 1 | 5.00
nand2 | 35 | 131
dfrtp | 16 | 400
## critical path, delay by kind of cell
family | cells | cell delay, ps
muxes | 2 | 540
AOI/OAI and AO/OA | 2 | 460
buffers and inverters | 2 | 280
adders and majority gates | 1 | 240
and+or+nand+nor | 2 | 190
## repair_timing
item                       4_1_cts  5_1_grt
setup endpoints to repair       32       25
cloned                           0        0
pin swaps                       24        7
setup buffers                    1        1
resized                        173       19
## path summary, 6_finish.rpt
check / end / start / slack (ps)
setup / recovery: output_featuremap[1] / last_max[11] / -750
max in group asynchronous: output_featuremap[14] / n_reset / 600
min in group asynchronous: output_featuremap[7] / n_reset / 280
hold / removal: output_featuremap[5] / input_featuremap[5] / 180
Power figures rest on the tool's default switching activity, not on a simulated workload.
