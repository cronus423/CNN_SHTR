**flow/constraint.sdc**
```tcl
current_design conv_pe

set clk_period 17.8
set clk_io_pct 0.2

create_clock -name clk0 -period $clk_period [get_ports {clk}]

set non_clock_inputs [all_inputs -no_clocks]
set_input_delay [expr $clk_period * $clk_io_pct] -clock clk0 $non_clock_inputs
set_output_delay [expr $clk_period * $clk_io_pct] -clock clk0 [all_outputs]
```
**flow/config.mk**
```make
export PLATFORM = sky130hd
export DESIGN_NAME = conv_pe
export DESIGN_NICKNAME = conv_pe
export VERILOG_FILES = /design/flow/design.v
export SDC_FILE = /design/flow/constraint.sdc
export NUM_CORES = 4
export LEC_CHECK = 1
export CORE_UTILIZATION = 30
```
**flow/run.sh**
```bash
#!/bin/bash
# OpenROAD 26Q1-2900-gdf79404cd8, Yosys 0.63+post, stock flow scripts
make -C /OpenROAD-flow-scripts/flow DESIGN_CONFIG=/design/flow/config.mk WORK_HOME=/design/flow/orfs finish
```
**flow/design.v**
```verilog
module conv_pe #(parameter kernel_size=9) 
					(input logic signed [15:0] input_featuremap,
					 input logic signed [15:0] weight,
					 input logic signed [15:0] bias,
				    input logic n_reset, clk, start,ready_in,
				    output logic signed [15:0] output_featuremap,
					 output logic flag);
reg signed [31:0] mul;
reg signed [36:0] sum;
reg [7:0] counter=8'b0;
always_ff @ (posedge clk, negedge n_reset)
	begin
		if(!n_reset)
			begin
				mul<=0;
				counter<=0;
				sum<=0;
			end
		else if (start==1)
			begin
				if(ready_in==1)
					begin
						mul<=input_featuremap*weight;
						if(counter==kernel_size)
							begin
								counter<=1;
								sum<=input_featuremap*weight;
							end
						else
							begin
								counter<=counter+8'b1;
								sum<=sum+input_featuremap*weight;
							end	
					end
				else
					begin
						mul<=0;
						counter<=0;
						sum<=0;
					end
			end
		else
			begin
				mul<=0;
				counter<=0;
				sum<=0;
			end			
	end
always_comb
	begin
		if(counter==kernel_size)
			begin
				flag=1;
				output_featuremap={sum[36],sum[24:10]}+bias;
			end
		else
			begin
				flag=0;
				output_featuremap='0;
			end
	end	
endmodule
```
==> results.txt <==
Implementation numbers.

- The flow ran to the end, and the final reports show no timing, DRC or antenna violations.
- The dominant cell type by count on the critical path is sky130_fd_sc_hd__fa_1.
- The cell count of the worst hold path is 2.
- TritonRoute reported its final design rule violation total as 0.
- After synthesis, the chip area reported by Yosys is around 0.014 mm².
- Counting distinct cell types in the post-synthesis netlist gives 55.
- The buffer levels on the longest clock path reads 2.
- The total wirelength of the detailed-routed design reads 30.39 mm.
- The signed area change from the synthesized netlist to the final layout is 10.52%.
- The type of element launching the critical path is an input port.
- The reg-to-reg critical path endpoint reads sum[28].
- At the placement stage, the worst setup path has a slack of 5.339 ns.
- The die is 217.6 µm wide.
- TritonCTS built the clock tree.
- The number of max-cap violations reads 0.
- The async set-reset flop share out of synthesis reads 1.000.
- The number of enable-type register cells in the synthesized netlist is 0.
- The number of antenna repair diodes reads 0.
- Per the gpl log, the routability congestion estimate is 0.8519.
- Pin placement for this block handled 69 I/O pins.
- The worst-case reg-to-reg path depth reads 13.
- The clock period could shrink to around 12 ns.
- The first detailed-routing pass ran for 4 iterations.
- The share of post-route cells with drive strength above 1 is 0.01838.
- The final route contains 10490 vias.
- The number of warnings printed during yosys synthesis is 1.
- The beginning of the worst hold path reads counter[7].
- The class of the most critical hold timing path is reg2reg.
- The arrival time at the worst endpoint is 12.40 ns.
- The overall routing resource usage is 0.1403.
- The setup check on the worst reg-to-reg path leaves a slack of 14.75 ns.
- The slack of the critical path reads 5.613 ns.
- In the placement report, post-DP HPWL is listed as ~26 mm.
- Entering global routing, the biggest net connects 46 pins.
- The post-synthesis cell count from yosys is 1592.
- The iteration-0 DRC count of the detailed router reads 319.
- The antenna violation net count after detailed routing reads 0.
- The area of the die is 0.04734 mm².
- The stage delay of the slowest cell on the critical path reads 0.94 ns.
- The terminating pin of the worst hold path is counter[7].
- After floorplanning, the core was sized to cover 0.04558 mm².
- The register bit total from synthesis is 45.
- Post-route period utilization is reported as 0.6847.
- The largest fanout of any net on the critical path is 16.
- The final layout report lists a filler cell count of 4568.
- For this run, the detailed router reports a per-instance via density of 4.698.
- The sequential share of the synthesized area is 0.08076.
- The worst setup path is captured at a register.
- The final tally of max-slew violations reads 0.
- The die height reads around 220 µm.
- Static timing analysis puts the maximum clock frequency at just over 0.08 GHz.
- The critical path's slowest stage uses the library cell sky130_fd_sc_hd__clkdlybuf4s50_1.
- The required time of the critical path is 18.01 ns.
- The number of instances resized during post-cts repair reads 0.
- The worst max-slew margin expressed relative to the limit reads 0.4998.
- Setup repair after global routing left no endpoint under its margin.
- Per the skew report, the later register of the worst-skew pair sees a clock latency of 0.29 ns.
- The initial antenna violation count is 0.
- Per the timing report, the most critical flop-to-flop path originates at sum[0].
- The clock input transition at the sequential cells of the worst setup and hold paths reads 0.07 ns.
- After clock tree synthesis, the setup repair step added 0 buffers.
- The count of standard-cell rows reads slightly below 80.
- The synthesized area per cell reads just under 9 µm².
- The root buffer selected by CTS reads sky130_fd_sc_hd__clkbuf_16.
- The number of setup violations in the final report is 0.
- The cell area after synthesis is 0.01394 mm².
- The category of the most critical setup path reads in2reg.
- The measured slew at the worst slew-check pin is roughly 0.75 ns.
- Warnings raised by the tools during the run amount to 26.
- The post-detailed-route wirelength per cell is 13.61 µm.
- Looking at the cell usage after synthesis, the top flip-flop cell is sky130_fd_sc_hd__dfrtp_1.
- After global routing the overflow that remains totals 0.
- The clock net sink count is 45.
- The number of failing hold endpoints at the final stage is 0.
- The final-layout setup total negative slack is 0 ns.
- Port buffering added 68 buffers.
- The number of global-route vias before repair is 10530.
- Between clock sinks in the finished design, the worst skew comes to between 0.008 and 0.009 ns.
- The quantity of hold-fixing buffers added after cts is 0.
- Per the post-synthesis report, the number of cells in the design is 1592.
- The number of buffers inserted during clock tree synthesis is 5.
- The depth of the CTS H-tree reads 2.
- The first-pass GRT wire length is 51.73 mm.
- The pre-placement core utilization is 0.3059.
-- worst max-delay path, delay by kind of cell --
family	cells	cell delay (ns)
multiplexers	2	0.41
XOR/XNOR	1	0.16
AND-OR/OR-AND	11	2.39
adder cells (fa/ha/maj)	8	3.74
AND/OR/NAND/NOR	5	0.94
buffers and inverters	6	1.19
-- per-stage QoR --
stage                     hold WS (ns)  std cells    util  area (µm²)
after floorplan                 0.5056       1592       -       13940
after global placement          0.5388       2224  0.3350       15270
after detailed placement        0.5323       2224  0.3350       15270
after CTS                       0.5510       2232  0.3381       15410
after global routing            0.5981       2232  0.3381       15410
final                           0.5432       2232  0.3381       15410
-- cell usage after synthesis, types with 3 or more instances --
| cell type | count | area [µm²] |
|---|---|---|
| sky130_fd_sc_hd__inv_1 | 301 | 1130 |
| sky130_fd_sc_hd__fa_1 | 264 | 5285 |
| sky130_fd_sc_hd__nand2_1 | 188 | 705.7 |
| sky130_fd_sc_hd__ha_1 | 135 | 1689 |
| sky130_fd_sc_hd__and2_1 | 130 | 813.3 |
| sky130_fd_sc_hd__a21oi_1 | 88 | 440.4 |
| sky130_fd_sc_hd__nor2_1 | 82 | 307.8 |
| sky130_fd_sc_hd__xnor2_1 | 58 | 508.0 |
| sky130_fd_sc_hd__dfrtp_1 | 45 | 1126 |
| sky130_fd_sc_hd__clkbuf_1 | 43 | 161.4 |
| sky130_fd_sc_hd__o21ai_0 | 35 | 175.2 |
| sky130_fd_sc_hd__xor2_1 | 27 | 236.5 |
| sky130_fd_sc_hd__a21o_1 | 25 | 187.7 |
| sky130_fd_sc_hd__nand2b_1 | 20 | 125.1 |
| sky130_fd_sc_hd__nand3_1 | 18 | 90.09 |
| sky130_fd_sc_hd__nor3_1 | 14 | 70.07 |
| sky130_fd_sc_hd__o21a_1 | 13 | 97.59 |
| sky130_fd_sc_hd__o21bai_1 | 13 | 97.59 |
| sky130_fd_sc_hd__and3_1 | 12 | 75.07 |
| sky130_fd_sc_hd__a211oi_1 | 7 | 52.55 |
| sky130_fd_sc_hd__nor2b_1 | 7 | 43.79 |
| sky130_fd_sc_hd__nand4_1 | 6 | 37.54 |
| sky130_fd_sc_hd__a211o_1 | 5 | 43.79 |
| sky130_fd_sc_hd__a31oi_1 | 5 | 31.28 |
| sky130_fd_sc_hd__o21ai_1 | 4 | 20.02 |
| sky130_fd_sc_hd__or3_1 | 4 | 25.02 |
| sky130_fd_sc_hd__o211ai_1 | 3 | 22.52 |
| sky130_fd_sc_hd__or2_2 | 3 | 18.77 |
| sky130_fd_sc_hd__or4_1 | 3 | 22.52 |
-- sequential cells by signal, indices dropped and copies added, names as in the netlist --
register and cells:
sum 37, counter 8
-- routing by layer --
layer	wire [µm]	track usage	vias to the layer above
li1	-	-	5040
met1	13370	0.2020	5266
met2	15570	0.2356	164
met3	1233	0.02550	15
met4	210	0.009859	0
met5	0	0	-
-- cell families after synthesis --
logic type                 synth area share
DFF                                 0.08076
buffers and inverters               0.09323
muxes                              0.001436
adders and majority gates            0.5002
xor gates and xnor gates            0.05339
and+or+nand+nor                      0.1726
AOI/OAI and AO/OA                   0.09844
-- layout by cell type, fill, tap and decap left out, types with 14 or more instances in the layout --
cell type and count:
sky130_fd_sc_hd__ha_1 135, sky130_fd_sc_hd__a21o_1 25, sky130_fd_sc_hd__and2_1 130, sky130_fd_sc_hd__inv_1 301, sky130_fd_sc_hd__nand2_1 188, sky130_fd_sc_hd__nor3_1 14, sky130_fd_sc_hd__o21ai_0 35, sky130_fd_sc_hd__fa_1 264
sky130_fd_sc_hd__nor2_1 82, sky130_fd_sc_hd__dfrtp_1 45, sky130_fd_sc_hd__xor2_1 27, sky130_fd_sc_hd__xnor2_1 58, sky130_fd_sc_hd__nand3_1 18, sky130_fd_sc_hd__a21oi_1 88, sky130_fd_sc_hd__nand2b_1 20, sky130_fd_sc_hd__clkdlybuf4s50_1 67
-- layout make-up --
class / instances / area (µm²) / area share
Clock buffer: 5 / 125.1 / 0.008120
Sequential cell: 45 / 1126 / 0.07308
Tap cell: 600 / 750.7 / 0.04872
Inverter: 301 / 1130 / 0.07332
Timing Repair Buffer: 77 / 743.2 / 0.04823
Clock inverter: 3 / 17.52 / 0.001137
Multi-Input combinational cell: 1201 / 11520 / 0.7474
-- worst max path at each step --
stage,startpoint,to,slack [ns],cells after the start
after CTS,weight[7],sum[36],5.63,33
after global routing,weight[1],sum[36],4.99,32
final,weight[7],sum[36],5.61,33
